==> design/flow/design.v <==
module max7219 (
    input clk,
    input rst,
    input [7:0] addr_in,
    input [7:0] din,
    input start,
    output reg cs,
    output reg dout,
    output reg sck,
    output reg busy
  );
  localparam IDLE_state = 2'd0;
  localparam TRANSFER_ADDR_state = 2'd1;
  localparam TRANSFER_DATA_state = 2'd2;
  reg [1:0] M_state_d, M_state_q = IDLE_state;
  wire [1-1:0] M_spi_mosi;
  wire [1-1:0] M_spi_sck;
  wire [8-1:0] M_spi_data_out;
  wire [1-1:0] M_spi_new_data;
  wire [1-1:0] M_spi_busy;
  reg [1-1:0] M_spi_start;
  reg [8-1:0] M_spi_data_in;
  spi_master spi (
    .clk(clk),
    .rst(rst),
    .miso(1'h0),
    .start(M_spi_start),
    .data_in(M_spi_data_in),
    .mosi(M_spi_mosi),
    .sck(M_spi_sck),
    .data_out(M_spi_data_out),
    .new_data(M_spi_new_data),
    .busy(M_spi_busy)
  );
  reg [7:0] M_data_d, M_data_q = 1'h0;
  reg [7:0] M_addr_d, M_addr_q = 1'h0;
  reg M_load_state_d, M_load_state_q = 1'h0;
  reg [7:0] data_out;
  reg mosi;
  wire [8-1:0] M_count_value;
  reg [1-1:0] M_count_clk;
  reg [1-1:0] M_count_rst;
  counter count (
    .clk(M_count_clk),
    .rst(M_count_rst),
    .value(M_count_value)
  );
  always @* begin
    M_state_d = M_state_q;
    M_load_state_d = M_load_state_q;
    M_data_d = M_data_q;
    M_addr_d = M_addr_q;
    sck = M_spi_sck;
    M_count_clk = M_spi_sck;
    M_count_rst = 1'h0;
    data_out = 8'h00;
    M_spi_start = 1'h0;
    mosi = 1'h0;
    busy = M_state_q != IDLE_state;
    dout = 1'h0;
    case (M_state_q)
      IDLE_state: begin
        M_load_state_d = 1'h1;
        if (start) begin
          M_addr_d = addr_in;
          M_data_d = din;
          M_count_rst = 1'h1;
          M_load_state_d = 1'h0;
          M_state_d = TRANSFER_ADDR_state;
        end
      end
      TRANSFER_ADDR_state: begin
        M_spi_start = 1'h1;
        data_out = M_addr_q;
        dout = M_spi_mosi;
        if (M_count_value == 4'h8) begin
          M_state_d = TRANSFER_DATA_state;
        end
      end
      TRANSFER_DATA_state: begin
        M_spi_start = 1'h1;
        data_out = M_data_q;
        dout = M_spi_mosi;
        if (M_count_value == 5'h10) begin
          M_load_state_d = 1'h1;
          M_state_d = IDLE_state;
        end
      end
    endcase
    cs = M_load_state_q;
    M_spi_data_in = data_out;
  end
  always @(posedge clk) begin
    if (rst == 1'b1) begin
      M_data_q <= 1'h0;
      M_addr_q <= 1'h0;
      M_load_state_q <= 1'h0;
      M_state_q <= 1'h0;
    end else begin
      M_data_q <= M_data_d;
      M_addr_q <= M_addr_d;
      M_load_state_q <= M_load_state_d;
      M_state_q <= M_state_d;
    end
  end
endmodule
module counter (
    input clk,
    input rst,
    output reg [7:0] value
  );
  parameter SIZE = 4'h8;
  parameter DIV = 1'h0;
  parameter TOP = 1'h0;
  parameter UP = 1'h1;
  reg [7:0] M_ctr_d, M_ctr_q = 1'h0;
  localparam MAX_VALUE = 1'h0;
  always @* begin
    M_ctr_d = M_ctr_q;
    value = M_ctr_q[0+7-:8];
    if (1'h1) begin
      M_ctr_d = M_ctr_q + 1'h1;
      if (1'h0 && M_ctr_q == 1'h0) begin
        M_ctr_d = 1'h0;
      end
    end else begin
      M_ctr_d = M_ctr_q - 1'h1;
      if (1'h0 && M_ctr_q == 1'h0) begin
        M_ctr_d = 1'h0;
      end
    end
  end
  always @(posedge clk) begin
    if (rst == 1'b1) begin
      M_ctr_q <= 1'h0;
    end else begin
      M_ctr_q <= M_ctr_d;
    end
  end
endmodule
module spi_master (
    input clk,
    input rst,
    input miso,
    output reg mosi,
    output reg sck,
    input start,
    input [7:0] data_in,
    output reg [7:0] data_out,
    output reg new_data,
    output reg busy
  );
  localparam CLK_DIV = 4'h8;
  localparam CPOL = 1'h0;
  localparam CPHA = 1'h0;
  localparam IDLE_state = 1'd0;
  localparam TRANSFER_state = 1'd1;
  reg M_state_d, M_state_q = IDLE_state;
  reg [7:0] M_data_d, M_data_q = 1'h0;
  reg [7:0] M_sck_reg_d, M_sck_reg_q = 1'h0;
  reg M_mosi_reg_d, M_mosi_reg_q = 1'h0;
  reg [2:0] M_ctr_d, M_ctr_q = 1'h0;
  always @* begin
    M_state_d = M_state_q;
    M_mosi_reg_d = M_mosi_reg_q;
    M_sck_reg_d = M_sck_reg_q;
    M_data_d = M_data_q;
    M_ctr_d = M_ctr_q;
    new_data = 1'h0;
    busy = M_state_q != IDLE_state;
    data_out = M_data_q;
    sck = ((1'h0 ^ M_sck_reg_q[7+0-:1]) & (M_state_q == TRANSFER_state)) ^ 1'h0;
    mosi = M_mosi_reg_q;
    case (M_state_q)
      IDLE_state: begin
        M_sck_reg_d = 1'h0;
        M_ctr_d = 1'h0;
        if (start) begin
          M_data_d = data_in;
          M_state_d = TRANSFER_state;
        end
      end
      TRANSFER_state: begin
        M_sck_reg_d = M_sck_reg_q + 1'h1;
        if (M_sck_reg_q == 1'h0) begin
          M_mosi_reg_d = M_data_q[7+0-:1];
        end else begin
          if (M_sck_reg_q == 7'h7f) begin
            M_data_d = {M_data_q[0+6-:7], miso};
          end else begin
            if (M_sck_reg_q == 8'hff) begin
              M_ctr_d = M_ctr_q + 1'h1;
              if (M_ctr_q == 3'h7) begin
                M_state_d = IDLE_state;
                new_data = 1'h1;
              end
            end
          end
        end
      end
    endcase
  end
  always @(posedge clk) begin
    M_data_q <= M_data_d;
    M_sck_reg_q <= M_sck_reg_d;
    M_mosi_reg_q <= M_mosi_reg_d;
    M_ctr_q <= M_ctr_d;
    if (rst == 1'b1) begin
      M_state_q <= 1'h0;
    end else begin
      M_state_q <= M_state_d;
    end
  end
endmodule
module top (
    input wire CLK,     
    output reg PIN_13,  
    output reg PIN_12,  
    output reg PIN_11,  
    output wire USBPU   
);
    assign USBPU = 0;
    reg rst = 1'b1;
    wire M_max_cs;
    wire M_max_dout;
    wire M_max_sck;
    wire M_max_busy;
    reg [7:0] M_max_addr_in;
    reg [7:0] M_max_din;
    reg M_max_start;
    max7219 max (
      .clk(CLK),
      .rst(rst),
      .addr_in(M_max_addr_in),
      .din(M_max_din),
      .start(M_max_start),
      .cs(M_max_cs),
      .dout(M_max_dout),
      .sck(M_max_sck),
      .busy(M_max_busy)
    );
    localparam IDLE_state = 3'd0;
    localparam SEND_RESET_state = 3'd1;
    localparam SEND_MAX_INTENSITY_state = 3'd2;
    localparam SEND_NO_DECODE_state = 3'd3;
    localparam SEND_ALL_DIGITS_state = 3'd4;
    localparam SEND_WORD_state = 3'd5;
    localparam HALT_state = 3'd6;
    reg [2:0] M_state_d, M_state_q = IDLE_state;
    reg [63:0] M_segments_d, M_segments_q = 1'h0;
    reg [2:0] M_segment_index_d, M_segment_index_q = 1'h0;
    reg [7:0] max_addr;
    reg [7:0] max_data;
    localparam C0 = 8'h7e;
    localparam C1 = 8'h30;
    localparam C2 = 8'h6d;
    localparam C3 = 8'h79;
    localparam C4 = 8'h33;
    localparam C5 = 8'h5b;
    localparam C6 = 8'h5f;
    localparam C7 = 8'h70;
    localparam C8 = 8'h7f;
    localparam C9 = 8'h7b;
    localparam A = 8'h77;
    localparam B = 8'h1f;
    localparam C = 8'h4e;
    localparam D = 8'h3d;
    localparam E = 8'h4f;
    localparam F = 8'h47;
    localparam O = 8'h1d;
    localparam R = 8'h05;
    localparam MINUS = 8'h40;
    localparam BLANK = 8'h00;
    always @* begin
      M_state_d = M_state_q;
      M_segments_d = M_segments_q;
      M_segment_index_d = M_segment_index_q;
      M_segments_d[56+7-:8] = D;
      M_segments_d[48+7-:8] = E;
      M_segments_d[40+7-:8] = A;
      M_segments_d[32+7-:8] = D;
      M_segments_d[24+7-:8] = B;
      M_segments_d[16+7-:8] = E;
      M_segments_d[8+7-:8] = E;
      M_segments_d[0+7-:8] = F;
      max_addr = 8'h00;
      max_data = 8'h00;
      M_max_start = 1'h0;
      case (M_state_q)
        IDLE_state: begin
          rst <= 1'b0;
          M_segment_index_d = 1'h0;
          M_state_d = SEND_RESET_state;
        end
        SEND_RESET_state: begin
          M_max_start = 1'h1;
          max_addr = 8'h0c;
          max_data = 8'h01;
          if (M_max_busy != 1'h1) begin
            M_state_d = SEND_MAX_INTENSITY_state;
          end
        end
        SEND_MAX_INTENSITY_state: begin
          M_max_start = 1'h1;
          max_addr = 8'h0a;
          max_data = 8'hFF;
          if (M_max_busy != 1'h1) begin
            M_state_d = SEND_NO_DECODE_state;
          end
        end
        SEND_NO_DECODE_state: begin
          M_max_start = 1'h1;
          max_addr = 8'h09;
          max_data = 1'h0;
          if (M_max_busy != 1'h1) begin
            M_state_d = SEND_ALL_DIGITS_state;
          end
        end
        SEND_ALL_DIGITS_state: begin
          M_max_start = 1'h1;
          max_addr = 8'h0b;
          max_data = 8'h07;
          if (M_max_busy != 1'h1) begin
            M_state_d = SEND_WORD_state;
          end
        end
        SEND_WORD_state: begin
          if (M_segment_index_q < 4'h8) begin
            M_max_start = 1'h1;
            max_addr = M_segment_index_q + 1'h1;
            max_data = M_segments_q[(M_segment_index_q)*8+7-:8];
            if (M_max_busy != 1'h1) begin
              M_segment_index_d = M_segment_index_q + 1'h1;
            end
          end else begin
            M_segment_index_d = 1'h0;
            M_state_d = HALT_state;
          end
        end
        HALT_state: begin
          max_addr = 8'h00;
          max_data = 8'h00;
        end
      endcase
      M_max_addr_in = max_addr;
      M_max_din = max_data;
      PIN_11 <= M_max_cs;
      PIN_12 <= M_max_dout;
      PIN_13 <= M_max_sck;
    end
    always @(posedge CLK) begin
      if (rst == 1'b1) begin
        M_segments_q <= 1'h0;
        M_segment_index_q <= 1'h0;
        M_state_q <= 1'h0;
      end else begin
        M_segments_q <= M_segments_d;
        M_segment_index_q <= M_segment_index_d;
        M_state_q <= M_state_d;
      end
    end
endmodule
==> design/flow/run.sh <==
#!/bin/bash
# OpenROAD 26Q1-2900-gdf79404cd8, Yosys 0.63+post, stock flow scripts
make -C /OpenROAD-flow-scripts/flow DESIGN_CONFIG=/design/flow/config.mk WORK_HOME=/design/flow/orfs finish
==> design/flow/config.mk <==
export PLATFORM = sky130hd
export DESIGN_NAME = top
export DESIGN_NICKNAME = top
export VERILOG_FILES = /design/flow/design.v
export SDC_FILE = /design/flow/constraint.sdc
export NUM_CORES = 4
export LEC_CHECK = 1
export CORE_UTILIZATION = 40
==> design/flow/constraint.sdc <==
current_design top

set clk_period 2.2
set clk_io_pct 0.2

create_clock -name clk0 -period $clk_period [get_ports {CLK}]

set non_clock_inputs [all_inputs -no_clocks]
set_input_delay [expr $clk_period * $clk_io_pct] -clock clk0 $non_clock_inputs
set_output_delay [expr $clk_period * $clk_io_pct] -clock clk0 [all_outputs]
==> job_summary.md <==
## Synthesis and layout report

| Metric | Value |
|---|---|
| Outcome | `finished clean` |
| Post-Layout Cell Count | `around 360` |
| Yosys warns | `4` |
| Final wirelength | `4580 µm` |
| Worst rel slew slack | `between 50% and 60%` |
| Area Growth Syn to Fin | `8.35%` |
| Yosys stat cell total | `approximately 280` |
| Worst-Skew Late Latency | `just under 0.3 ns` |
| Wire length per cell | `12.7 µm` |
| Max-area cell share | `around 30%` |
| Xor/xnor share | `under 10%` |
| Adder share | `about 6%` |
| I/O pins | `5` |
| Arr. time, crit path | `between 1.5 and 2 ns` |
| Reg2Reg Setup Slack | `0.39 ns` |
| Post-synth EDFFs | `12` |
| Max VDD drop | `0.440 mV` |
| Max Slew Vio Count | `0` |
| Core region area | `a little over 6000 µm²` |
| Critical path type | `register to primary output` |
| Instance count on the critical path | `4` |
| Iter 0 DRT Violations | `around 68` |
| CTS tree | `done` |
| Dpl hpwl | `3310 µm` |
| Site row count | `28` |
| Clock period minus worst slack | `slightly above 2 ns` |
| Power per standard cell area | `about 1100 nW/µm²` |
| Cycle use final | `about 93%` |
| Number of global-route vias before repair | `~1700` |
| Post-Place Cells | `about 350` |
| Register pins left without a clock | `9` |
| Pin count of the biggest net entering global routing | `27` |
| Yosys stat chip area | `2560 µm²` |
| Synth area leaders | `dfxtp_1, edfxtp_1, ha_1, nor2_1, nand2_1` |
| Comb area | `around 1300 µm²` |
| Vertical die size | `between 80 and 90 µm` |
| Final core occ | `approximately 46%` |
| Post-synthesis async set-or-reset flop share | `0%` |
| FF+latch count, synth | `roughly 52` |
| Share of cells above drive strength 1 | `a little under a tenth` |
| Antenna violations before repair | `0` |
| Log Warnings | `31` |
| CP endpoint kind | `primary output` |
| Vias | `roughly 1900` |
| Top cells by count | `dfxtp_1, nor2_1, nand2_1, o21ai_0` |
| Largest stage delay, worst path | `between 0.4 and 0.5 ns` |
| Buf+Inv Stages, Crit Path | `2` |
| Cts hold-fix bufs | `0` |
| Sum Neg Setup Slack | `0 ns` |
| Worst reg2reg path endpoint | `max.M_state_q[0]` |
| CP Launch Point | `max.M_state_q[0]` |
| Worst-path cell chain | `inv_1, ha_4, and2_1, clkdlybuf4s50_1` |
| CP max stage cell | `clkdlybuf4s50_1` |
| First-pass GRT wire length | `7830 µm` |
| Grt ovf | `0` |
| Clock Pin Slew Worst Setup and Hold Paths | `0.08 ns` |
| Max Fclk | `between 400 and 500 MHz` |
| CP max FO | `4` |
| Fillers | `between 500 and 600` |
| Final setup fails | `0` |
| Syn avg cell area | `between 9 and 10 µm²` |
| Post-synth top flop | `dfxtp_1` |
| GRT Overall Usage | `15.5%` |
| Worst Tran Pin Value | `roughly 0.7 ns` |
| Mux share | `between 1.5 and 2%` |
| R2r startpoint | `max.M_state_q[1]` |
| Total leakage power | `0.00107 µW` |
| Vias per cell | `between 5 and 6` |
| Cell type with the largest total area | `dfxtp_1` |
| FF/Latch Area | `approximately 1200 µm²` |
| RSZ-0062 raised after global routing | `no` |
| Diodes inserted | `0` |
| Die ar. | `just under 7000 µm²` |
| DRC violations left | `0` |
| Synthesized instance count | `around 280` |
| Cell Area, Synth | `around 2600 µm²` |
| Synth top cell by count | `dfxtp_1` |
| WP data required | `roughly 1.8 ns` |
| Clk_skew | `0.00693 ns` |
| Endpoints left unconstrained | `9` |
| Post-CTS setup buffers | `0` |
| Worst reg2reg path depth | `6` |
| Crit start category | `register` |
| CTS Buffer Depth | `2` |
| Worst min path class | `register to register` |
| Number of buffers added on ports | `3` |
| CTS root buf | `clkbuf_8` |
| Simple-Gate Area Share | `20.8%` |
| Cell Type Count | `approximately 52` |
| Starting density of the core | `a little over two fifths` |
| Global placer's final weighted congestion | `around 0.83` |
| Max-cap violations | `0` |
| Pre-Repair DR Iteration Count | `4` |
| Dominant comb cell | `simple AND/OR/NAND/NOR gates` |
| Inserted Clock Buffers | `5` |
| Antenna-violating nets left | `0` |
| Largest delay share family, worst path | `buffers and inverters` |
| Crit path to | `PIN_12` |
| Chip Width | `82.0 µm` |
| Yosys aoi share | `17.0%` |
| Final hold vios | `0` |
| H-tree depth | `2` |
where the power goes:
| group | total [µW] | internal (µW) | switching (µW) |
|---|---|---|---|
| Combinational | 1250 | 543 | 705 |
| Clock | 483 | 222 | 261 |
| Sequential | 1270 | 1110 | 153 |
what timing repair did:
action | CTS | global route
endpoints found under the setup margin | 0 | 1
gates resized | 0 | 3
endpoints found under the hold margin | 0 | 0
per-layer routing:
layer | vias up | wire length [µm] | GRT usage [%]
met5 | - | 0 | 0
met4 | 0 | 40 | 1.40
met3 | 4 | 196 | 3.38
met2 | 39 | 1920 | 23.3
met1 | 837 | 2430 | 24.3
li1 | 984 | - | -
worst min path at each step:
stage	from	depth (start not counted)	slack [ns]	endpoint
global route	max.spi.M_data_q[7]	0	0.44	max.spi.M_mosi_reg_q
CTS	max.spi.M_data_q[7]	0	0.43	max.spi.M_mosi_reg_q
finish	max.spi.M_data_q[7]	0	0.42	max.spi.M_mosi_reg_q
sequential cells by signal, summed over array words and instances, names as in the netlist:
signal / count
M_segment_index_q: 3
M_segments_q: 1
M_state_q: 3
max.M_addr_q: 4
max.M_data_q: 8
max.M_load_state_q: 1
max.M_state_q: 2
max.count.M_ctr_q: 8
max.spi.M_ctr_q: 3
max.spi.M_data_q: 8
max.spi.M_mosi_reg_q: 1
max.spi.M_sck_reg_q: 8
max.spi.M_state_q: 1
rst: 1
cell families (layout without fill, tap and decap cells):
family,Yosys count,after routing
adders and majority gates,12,12
buffers and inverters,28,31
xor gates and xnor gates,14,14
DFF,51,51
AOI/OAI and AO/OA,66,66
muxes,4,4
and+or+nand+nor,105,105
other,1,2
latches,1,1
cell type report:
class,count,area share [%]
well taps,75,3.38
repair buffers,11,3.24
clock inverters,2,0.451
clock buffers,6,2.61
flip-flops and latches,52,41.7
inverters,12,1.62
multi-input cells,203,47.0
layout by cell type (no fill, tap or decap), types with 8 or more instances in the layout:
cell / n
nand2_1: 25
inv_1: 12
nand3_1: 9
ha_1: 11
dfxtp_1: 37
xor2_1: 9
nor2_1: 29
buf_4: 8
o21ai_0: 17
a21oi_1: 9
edfxtp_1: 12
and2_1: 12
through the flow:
stage / setup slack [ns] / power (µW) / hold WS (ns) / instance area [µm²]
2_1_floorplan: 0.442 / 2150 / 0.400 / 2570
3_3_place_gp: 0.397 / 2500 / 0.410 / 2680
3_5_place_dp: 0.363 / 2510 / 0.407 / 2680
4_1_cts: 0.0352 / 3000 / 0.427 / 2760
5_1_grt: 0.0533 / 3250 / 0.440 / 2780
6_report: 0.160 / 3000 / 0.424 / 2780
Power is estimated from default activity; no workload was simulated.
